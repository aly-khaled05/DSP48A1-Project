--- run.sh ---
#!/bin/bash
# OpenROAD 26Q1-2900-gdf79404cd8, Yosys 0.63+post, stock flow scripts
make -C /OpenROAD-flow-scripts/flow DESIGN_CONFIG=/design/flow/config.mk WORK_HOME=/design/flow/orfs finish
--- config.mk ---
export PLATFORM = sky130hd
export DESIGN_NAME = DSP
export DESIGN_NICKNAME = DSP
export VERILOG_FILES = /design/flow/design.v
export SDC_FILE = /design/flow/constraint.sdc
export NUM_CORES = 4
export LEC_CHECK = 1
export CORE_UTILIZATION = 50
--- constraint.sdc ---
current_design DSP

set clk_period 12.8
set clk_io_pct 0.2

create_clock -name clk0 -period $clk_period [get_ports {CLK}]

set non_clock_inputs [all_inputs -no_clocks]
set_input_delay [expr $clk_period * $clk_io_pct] -clock clk0 $non_clock_inputs
set_output_delay [expr $clk_period * $clk_io_pct] -clock clk0 [all_outputs]
--- design.v ---
module reg_and_mux (in,clk,out,rst,enable);   
    parameter rstTYPE="SYNC" ;
    parameter reg_pipeline=1;
    parameter width=18;                    
    input [width-1:0] in;
    input clk;
    input rst;
    input enable;
    output  [width-1:0] out;
    reg [width-1:0] input_to_reg; 
    generate 
        if (rstTYPE=="SYNC")  begin
            always @ (posedge clk) begin
                if(rst) begin
                    input_to_reg<=0;
                end
                else if (enable) begin
                    input_to_reg<=in;
                end
            end
        end
        else if(rstTYPE=="ASYNC")  begin
            always @ (posedge clk or posedge rst) begin
                if(rst) begin
                    input_to_reg<=0;
                end
                else if (enable) begin
                    input_to_reg<=in;
                end
            end
        end    
    endgenerate
    assign out=(reg_pipeline)?input_to_reg:in;
endmodule
module DSP (A,B,C,D,BCIN,CARRYIN,CLK,OPMODE,CEA,CEB,CEC,CED,CECARRYIN,CEM,CEP,CEOPMODE,
RSTA,RSTB,RSTC,RSTD,RSTCARRYIN,RSTM,RSTP,RSTOPMODE,BCOUT,PCOUT,M,P,PCIN,CARRYOUT,CARRYOUTF);
parameter A0REG=0;      
parameter A1REG=1;     
parameter B0REG=0;      
parameter B1REG=1;     
parameter CREG=1;
parameter DREG=1;
parameter MREG=1;
parameter PREG=1;
parameter CARRYINREG=1;
parameter CARRYOUTREG=1;
parameter OPMODEREG=1;
parameter CARRYINSEL="OPMODE[5]";
parameter B_INPUT="DIRECT";
parameter RSTTYPE="SYNC";
input [17:0] A;
input [17:0] B;
input [47:0] C;
input [17:0] D;
input [17:0] BCIN;
input [47:0] PCIN;
input CARRYIN;
input CLK;
input CEA;
input CEB;
input CEC;
input CECARRYIN;
input CED;
input CEM;
input CEOPMODE;
input CEP;
input RSTA;
input RSTB;
input RSTC;
input RSTCARRYIN;
input RSTD;
input RSTM;
input RSTOPMODE;
input RSTP;
input [7:0] OPMODE;
output  [35:0] M;
output  [47:0] P;
output [47:0] PCOUT;
output [17:0] BCOUT;
output CARRYOUT;
output CARRYOUTF;
reg  [17:0] B_OR_BCIN;     
wire [17:0] A0_MUX_OUT;    
wire [17:0] A1_MUX_OUT;    
wire [17:0] B0_MUX_OUT;    
wire [17:0] B1_MUX_OUT;    
wire [47:0] C_MUX_OUT;     
wire [17:0] D_MUX_OUT;     
wire [7:0] OPMODE_MUX_OUT;  
wire [35:0] M_MUX_OUT;     
reg [17:0] pre_add_subtract_out;   
reg [17:0] pre_B1REG_MUX_OUT;      
reg [35:0] multiplier_out;         
reg CARRY_CASCADE_MUX_OUT;         
wire CYI_MUX_OUT;                  
reg [47:0] mux_X_OUT;              
reg [47:0] mux_Z_OUT;              
reg [48:0] post_adder_subtract_out;   
wire [47:0] p_internal;
wire carryout_msb;                  
wire [47:0] concatenated_bus;      
always @ (*)  begin                
    if(B_INPUT=="DIRECT") begin
      B_OR_BCIN=B;
    end
    else if (B_INPUT=="CASCADE") begin
        B_OR_BCIN=BCIN;
    end
    else begin
        B_OR_BCIN=0;
    end
end
reg_and_mux # (.rstTYPE(RSTTYPE),.reg_pipeline(DREG),.width(18)) D_REG   (D,CLK,D_MUX_OUT,RSTD,CED);
reg_and_mux # (.rstTYPE(RSTTYPE),.reg_pipeline(B0REG),.width(18)) B0_REG  (B_OR_BCIN,CLK,B0_MUX_OUT,RSTB,CEB);
reg_and_mux # (.rstTYPE(RSTTYPE),.reg_pipeline(A0REG),.width(18)) A0_REG  (A,CLK,A0_MUX_OUT,RSTA,CEA);
reg_and_mux # (.rstTYPE(RSTTYPE),.reg_pipeline(CREG),.width(48)) C_REG   (C,CLK,C_MUX_OUT,RSTC,CEC);
reg_and_mux # (.rstTYPE(RSTTYPE),.reg_pipeline(A1REG),.width(18)) A1_REG  (A0_MUX_OUT,CLK,A1_MUX_OUT,RSTA,CEA);
reg_and_mux # (.rstTYPE(RSTTYPE),.reg_pipeline(B1REG),.width(18)) B1_REG  (pre_B1REG_MUX_OUT,CLK,B1_MUX_OUT,RSTB,CEB);
reg_and_mux # (.rstTYPE(RSTTYPE),.reg_pipeline(OPMODEREG),.width(8)) OPMODE_REG (OPMODE,CLK,OPMODE_MUX_OUT,RSTOPMODE,CEOPMODE);
reg_and_mux # (.rstTYPE(RSTTYPE),.reg_pipeline(MREG),.width(36)) M_REG   (multiplier_out,CLK,M_MUX_OUT,RSTM,CEM);
reg_and_mux # (.rstTYPE(RSTTYPE),.reg_pipeline(CARRYINREG),.width(1)) CYI_REG (CARRY_CASCADE_MUX_OUT,CLK,CYI_MUX_OUT,RSTCARRYIN,CECARRYIN);
reg_and_mux # (.rstTYPE(RSTTYPE),.reg_pipeline(PREG),.width(48))  P_REG  (post_adder_subtract_out[47:0],CLK,p_internal,RSTP,CEP);
reg_and_mux # (.rstTYPE(RSTTYPE),.reg_pipeline(CARRYOUTREG),.width(1)) CYO_REG (carryout_msb,CLK,CARRYOUT,RSTCARRYIN,CECARRYIN);
always @ (*) begin        
    case(OPMODE_MUX_OUT[6]) 
    1'b0:pre_add_subtract_out=D_MUX_OUT+B0_MUX_OUT;
    1'b1:pre_add_subtract_out=D_MUX_OUT-B0_MUX_OUT;
    default:pre_add_subtract_out=18'b0;
    endcase
end
always @ (*) begin  
    if(OPMODE_MUX_OUT[4]) begin
        pre_B1REG_MUX_OUT=pre_add_subtract_out;
    end
    else if(OPMODE_MUX_OUT[4]==0) begin
        pre_B1REG_MUX_OUT=B0_MUX_OUT;
    end
end
always @ (*)  begin
    multiplier_out=A1_MUX_OUT*B1_MUX_OUT;
end
always @ (*)  begin                 
    if(CARRYINSEL=="CARRYIN") begin
        CARRY_CASCADE_MUX_OUT=CARRYIN;
    end
    else if(CARRYINSEL=="OPMODE[5]")  begin
        CARRY_CASCADE_MUX_OUT=OPMODE_MUX_OUT[5];
    end
end
assign concatenated_bus={D_MUX_OUT[11:0],A1_MUX_OUT[17:0],B1_MUX_OUT[17:0]};
always @(*) begin
    case (OPMODE_MUX_OUT[1:0])
        0: mux_X_OUT=0;
        1: mux_X_OUT={12'b0,M_MUX_OUT};
        2: mux_X_OUT=p_internal;
        3: mux_X_OUT=concatenated_bus;
    endcase
end
always @(*) begin
    case (OPMODE_MUX_OUT[3:2])
        0: mux_Z_OUT=0;
        1: mux_Z_OUT=PCIN;
        2: mux_Z_OUT=p_internal;
        3: mux_Z_OUT=C_MUX_OUT;
    endcase
end
always @ (*) begin
    if(OPMODE_MUX_OUT[7]) begin
        post_adder_subtract_out=(mux_Z_OUT-(mux_X_OUT+CYI_MUX_OUT));
    end
    else if (OPMODE_MUX_OUT[7]==0) begin
        post_adder_subtract_out=mux_X_OUT+mux_Z_OUT+CYI_MUX_OUT;
    end
    else begin
        post_adder_subtract_out=48'b0;
    end
end
assign P=p_internal;
assign PCOUT=p_internal;
assign carryout_msb=post_adder_subtract_out[48];
assign CARRYOUTF=CARRYOUT;
assign BCOUT=B1_MUX_OUT;
assign M=M_MUX_OUT;
endmodule
==> GITHUB_STEP_SUMMARY <==
## PnR job results

| Metric | Value |
|---|---|
| Status | completed |
| ANT cells | 0 |
| 1st-pass router iterations | 6 |
| Drt initial violations | 1,531 |
| Post-synth seq share | 14.1% |
| R2R Path End | M_REG.input_to_reg[34] |
| GR Overflow Total | 0 |
| Yosys chip area | 27,800 µm² |
| CTS buffer count | 17 |
| Clock root buffer | clkbuf_16 |
| Lkg Pwr | 15.0 nW |
| Measured slew at the worst slew-check pin | 913 ps |
| Initial antenna violation count | 0 |
| Final setup skew | 19.1 ps |
| Core utilization at floorplan | 50.5% |
| Worst VDD drop | 0.117 mV |
| CP Data Arrival Time | 7370 ps |
| Mapped Cells | 3,433 |
| Core area | 55,100 µm² |
| Die x size | 238 µm |
| Largest net degree at the start of global routing | 59 |
| Setup crit end kind | register |
| Antenna-violating nets left | 0 |
| Die height | 238 µm |
| Via/cell ratio | 5.53 |
| Average routed wire per standard cell | 20.2 µm |
| Crit. Startpoint | B1_REG.input_to_reg[7] |
| Setup Crit Path Kind | register to register |
| Most common cell in the synthesized netlist | inv_1 |
| Syn-to-layout area delta | 14.6% |
| TNS Setup | 0 ps |
| Largest area contributor in the netlist | fa_1 |
| Area share, top type | 18.8% |
| FP Rows | 86 |
| Ports | 346 |
| Clock transition at path regs | 80 ps |
| Hold Buf Count CTS | 0 |
| Maximum fanout along the worst path | 16 |
| Asr flop ratio synth | 0% |
| Power Dens Cells | 84.5 nW/µm² |
| Vias in the first global route | 23,700 |
| WHS | 488 ps |
| FF-to-FF Start | B1_REG.input_to_reg[7] |
| Final setup viols | 0 |
| CTS tree | done |
| Ys flops | 196 |
| Number of enable flip-flop cells | 0 |
| Clk latency late pin | 510 ps |
| Post-CTS Resized | 0 |
| Critical path data required time | 13,180 ps |
| Maxcap violations | 0 |
| Worst Hold End | M_REG.input_to_reg[0] |
| Worst hold path depth | 2 |
| Dominant flop cell | dfxtp_1 |
| Final Max Tran Viols | 0 |
| Final Cell Area | 31,900 µm² |
| Clock sink count | 196 |
| GP Congestion | 0.982 |
| Final Routed Wirelength | 87,800 µm |
| First-pass GRT wire length | 137,000 µm |
| Top cells by area | fa_1 (19%), dfxtp_1 (14%), ha_1 (12%) |
| Total number of vias | 24,000 |
| Final WS setup | 5800 ps |
| Critical hold path startpoint | M_REG.input_to_reg[0] |
| Port bufs | 326 |
| Tool warnings | 91 |
| Shortest period the worst path allows | 7000 ps |
| Slew margin rel. | 39.2% |
| Final Hold Fails | 0 |
| Syn. warnings | 7 |
| Placed Area | 31,300 µm² |
| Cell area after synthesis | 27,800 µm² |
| Critical Path Source Type | register |
| Syn avg cell area | 8.11 µm² |
| Distinct cells, synth | 95 |
| CTS Buffer Depth | 2 |
| Fmax | 0.143 GHz |
| Yosys cell count | 3,433 |
| Post-DP HPWL | 68,400 µm |
| Total track usage | 32.8% |
| HP Class | register to register |
| Die Area | 56,600 µm² |
| Setup slack at placement | 5700 ps |
| RSZ-0062 raised after global routing | no |
| Fraction of layout cells with a size suffix above 1 | 6.06% |
| Reg2Reg Depth | 23 |
| Power Total | 0.00270 W |
| Final clock period utilization by the worst path | 54.7% |
| Post-CTS setup repair buffer count | 0 |
| DRC viols | 0 |
| CTS H-tree lvls | 4 |
| Commonest cells post-synth | inv_1 (454), nand2_1 (356), nor2_1 (289), ha_1 (267), fa_1 (261) |
| Internal reg-to-reg setup slack | 5800 ps |
-- cell type report --
cell class | count | area, µm²
Sequential cell | 196 | 3930
Clock buffer | 20 | 457
Inverter | 456 | 1710
Tap cell | 748 | 936
Multi-Input combinational cell | 2533 | 21100
Timing Repair Buffer | 381 | 3650
Clock inverter | 12 | 140
Fill cell | 4905 | 23200
-- cells by family after synthesis --
| logic type | after synthesis | share of synthesized area, % |
|---|---|---|
| AND/OR/NAND/NOR | 988 | 16.3 |
| buffers and inverters | 704 | 10.2 |
| AND-OR/OR-AND | 652 | 15.7 |
| adder cells (fa/ha/maj) | 528 | 30.8 |
| multiplexers | 230 | 8.67 |
| flip-flops | 196 | 14.1 |
| XOR/XNOR | 135 | 4.25 |
-- worst max path at each step --
| stage | to | slack [ps] | cells after the start |
|---|---|---|---|
| finish | M_REG.input_to_reg[34] | 5800 | 23 |
| CTS | M_REG.input_to_reg[34] | 5870 | 23 |
| global route | M_REG.input_to_reg[34] | 5360 | 23 |
-- report_power, final --
group / switching, W / internal [W]
Sequential: 0.0000791 / 0.000662
Combinational: 0.000759 / 0.000612
Clock: 0.000282 / 0.000302
Total: 0.00112 / 0.00158
-- through the flow --
stage          cells  utilization (%)
3_5_place_dp    4314             56.8
3_3_place_gp    4314             56.8
5_1_grt         4346             57.9
6_report        4346             57.9
2_1_floorplan   3433                -
4_1_cts         4346             57.9
-- cell usage in the layout (no fill, tap or decap), types with 16 or more instances in the layout --
| cell type | Yosys | routed |
|---|---|---|
| a211oi_1 | 46 | 46 |
| a21o_1 | 64 | 64 |
| a21oi_1 | 162 | 162 |
| a22o_1 | 30 | 30 |
| a22oi_1 | 21 | 21 |
| a31oi_1 | 17 | 17 |
| and2_1 | 146 | 146 |
| and3_1 | 16 | 16 |
| buf_4 | 49 | 55 |
| clkbuf_16 | 0 | 17 |
| clkdlybuf4s50_1 | 0 | 321 |
| dfxtp_1 | 196 | 191 |
| fa_1 | 261 | 261 |
| ha_1 | 267 | 267 |
| inv_1 | 454 | 454 |
| mux2_2 | 84 | 84 |
| mux2i_1 | 144 | 144 |
| nand2_1 | 356 | 356 |
| nand2b_1 | 19 | 19 |
| nand3_1 | 24 | 24 |
| nand4_1 | 26 | 26 |
| nor2_1 | 289 | 289 |
| nor2b_1 | 36 | 35 |
| nor3_1 | 40 | 40 |
| o211ai_1 | 17 | 17 |
| o21a_1 | 22 | 22 |
| o21ai_0 | 127 | 127 |
| o21bai_1 | 28 | 28 |
| xnor2_1 | 99 | 99 |
| xor2_1 | 36 | 36 |
-- worst max-delay path, stage by stage (launching register included) --
cell and delay [ps]:
dfxtp_1 450, buf_4 330, and2_1 200, fa_1 410, inv_1 70, fa_1 430
fa_1 500, fa_1 550, inv_1 50, fa_1 470, inv_1 50, fa_1 470
inv_1 40, ha_1 330, a41oi_1 220, o21ai_0 120, a21oi_1 200, a21oi_1 110
o211ai_1 530, o21ai_0 300, a221oi_1 510, o21ai_0 180, xnor2_1 240, o22ai_1 110
-- metal layers --
layer	wire length, µm	global-route usage [%]	share of wire (%)	up-vias
met2	37700	47.8	43	882
met5	0	0.173	0	-
met4	1760	5.30	2.0	0
met1	40400	50.3	46	11500
met3	7880	9.77	9.0	94
li1	-	-	-	11600
Power is estimated from default activity; no workload was simulated.
